==> design.v <==
module mult_16x16_booth4_vl3(
    input [15:0] a,
    input [15:0] b,
    output [31:0] product
);
wire [255:0] pp;
genvar i, j;
generate
    for (i = 0; i < 16; i = i + 1) begin: pp_row
        for (j = 0; j < 16; j = j + 1) begin: pp_col
            assign pp[i*16+j] = a[j] & b[i];
        end
    end
endgenerate
reg [31:0] sum;
integer k, l;
always @(*) begin
    sum = 32'b0;
    for (k = 0; k < 16; k = k + 1) begin
        for (l = 0; l < 16; l = l + 1) begin
            sum = sum + (pp[k*16+l] << (k+l));
        end
    end
end
assign product = sum;
endmodule
==> run.sh <==
#!/bin/bash
# OpenROAD 26Q1-2900-gdf79404cd8, Yosys 0.63+post, stock flow scripts
make -C /OpenROAD-flow-scripts/flow DESIGN_CONFIG=/design/flow/config.mk WORK_HOME=/design/flow/orfs finish
==> config.mk <==
export PLATFORM = sky130hd
export DESIGN_NAME = mult_16x16_booth4_vl3
export DESIGN_NICKNAME = mult_16x16_booth4_vl3
export VERILOG_FILES = /design/flow/design.v
export SDC_FILE = /design/flow/constraint.sdc
export NUM_CORES = 4
export LEC_CHECK = 1
export CORE_UTILIZATION = 30
==> constraint.sdc <==
current_design mult_16x16_booth4_vl3

set clk_period 21.4
set clk_io_pct 0.2

create_clock -name clk0 -period $clk_period

set non_clock_inputs [all_inputs -no_clocks]
set_input_delay [expr $clk_period * $clk_io_pct] -clock clk0 $non_clock_inputs
set_output_delay [expr $clk_period * $clk_io_pct] -clock clk0 [all_outputs]
==> metrics.yaml <==
status: "completed"
critPathArrivalTime_ns: 10.87
dp_slack_ns: 6.17
top_area_cell: "fa_1"
warnings: 32
diodes: 0
postCtsHoldBufs: 0
max_freq_ghz: 0.0660
route.detailed.drc: 0
synthCells: 931
crit_path_start_kind: "input pin"
layout_top_cell: "fa_1"
fp.dieH_um: 168
worstHoldPathType: "input pin to primary output"
path_max_fanout: 16
post-route-period-util: 0.708
maxCapViolations: 0
fillerInstances: 2811
cts_setup_buffers: 0
seq_cells: 0
logic_area_mm2: 0.00741
antenna_found_initial: 0
topRoutingLayerUsed: "met4"
dp_hpwl_um: 15900
ioPinCount: 64
ant_nets: 0
dr_wl_met2_um: 9270
yosysUniqueCellTypes: 49
end_kind: "primary output"
met3WireLength_um: 763
fin_crit_ns: 15.15
nClkBuffers: 0
avgSynthCellArea_um2: 8.90
report.final.slew_viol_count: 0
rsz0062_at_grt: "false"
grt_max_degree: 17
grt_pass1_vias: 6221
area_growth_pct: 11.3
setup_ws_ns: 6.25
grt.overflow.total: 0
drtIter0Drc: 221
mostFrequentLayoutCells: "fa_1, inv_1, nand2_1"
ys_cells: 931
ys_seq_frac: 0
yosys_warnings: 1
yosys_area_mm2: 0.00828
hold_viol: 0
syn_area_mm2: 0.00828
firstDrtPassIters: 4
portBuffers: 64
drive_gt1_frac: 0.0209
finalSetupViolations: 0
cts_resized: 0
layout.area.seq_um2: 0
worst_slew_pin_slew_ns: 0.766
netlist.area_leader.share: 0.478
grt_pass1_wl_um: 31600
initial_core_util: 0.307
timing.slew.headroom: 0.488
gr-usage-all-layers: 0.145
wl_met1_um: 8390
gp_congestion: 0.839
required_ns: 17.12
wirelength_um: 18500
drt-wirelength-per-cell_um: 14.2
dr_total_vias: 6113
tns_ns: 0
die_x_um: 168
chipArea_mm2: 0.0283
synth.area.top_cells: "fa_1, ha_1, inv_1"
core_area_mm2: 0.0270
rows: 60
path_class: "input pin to primary output"
via_per_inst: 4.70
## worst paths after layout
kind / start / endpoint / cells past startpoint
setup / recovery: b[13] / product[28] / 21
hold / removal: b[0] / product[0] / 3
## layout make-up
type	instances	share of cell area
inverter	193	0.0786
multi-input combinational	700	0.804
tap	341	0.0463
timing repair buffer	66	0.0711
## Yosys cell counts (all sizes together) (3+ instances only)
cell type and number:
a21o 10, buf 4, nand3 3, nand2 166, ha 95, a41oi 3, a21oi 26, xor2 11
o21a 4, clkbuf 34, and2 112, o21bai 5, and3 3, nand4 5, o21ai 10, fa 198
xnor2 14, nor2 6, inv 193, nor3 3
## per-layer routing
layer	GRT usage	up-vias
met5	0	-
met4	0.00553	0
met3	0.0239	6
met2	0.244	131
met1	0.215	3116
li1	-	2860
## kinds of logic (layout without fill, tap and decap cells)
group                    after synthesis  count (layout)  synth area share
AND-OR/OR-AND                         76              76            0.0651
AND/OR/NAND/NOR                      305             305             0.180
adder cells (fa/ha/maj)              293             293             0.622
buffers and inverters                231             259             0.105
XOR/XNOR                              25              25            0.0264
multiplexers                           1               1           0.00136
## worst max-delay path, cell delays in order
cell and delay [ns]:
clkdlybuf4s50_1 0.94, nand2_1 0.18, fa_1 0.56, inv_1 0.05
fa_1 0.52, inv_1 0.05, fa_1 0.50, inv_1 0.05
fa_1 0.48, fa_1 0.54, inv_1 0.05, fa_1 0.52
inv_1 0.04, ha_1 0.39, a21o_1 0.19, a21o_1 0.19
or3_1 0.32, o21bai_2 0.22, o221ai_2 0.14, xor2_1 0.15
clkdlybuf4s50_1 0.49
## stage by stage
stage / utilization / instance area [µm²] / instances / hold slack (ns)
after detailed placement: 0.341 / 9220 / 1300 / 9.96
after global placement: 0.341 / 9220 / 1300 / 9.97
final: 0.341 / 9220 / 1300 / 9.96
after global routing: 0.341 / 9220 / 1300 / 10.04
after floorplan: - / 8280 / 931 / 8.63
after CTS: 0.341 / 9220 / 1300 / 9.98
