`design.v`:
```
module mult_16x16_dadda_vl2(
    input [15:0] a,
    input [15:0] b,
    output [31:0] product
);
wire [255:0] pp;
genvar i, j;
generate
    for (i = 0; i < 16; i = i + 1) begin: pp_row
        for (j = 0; j < 16; j = j + 1) begin: pp_col
            assign pp[i*16+j] = a[j] & b[i];
        end
    end
endgenerate
reg [31:0] sum;
integer k, l;
always @(*) begin
    sum = 32'b0;
    for (k = 0; k < 16; k = k + 1) begin
        for (l = 0; l < 16; l = l + 1) begin
            sum = sum + (pp[k*16+l] << (k+l));
        end
    end
end
assign product = sum;
endmodule
```
`run.sh`:
```
#!/bin/bash
# OpenROAD 26Q1-2900-gdf79404cd8, Yosys 0.63+post, stock flow scripts
make -C /OpenROAD-flow-scripts/flow DESIGN_CONFIG=/design/flow/config.mk WORK_HOME=/design/flow/orfs finish
```
`config.mk`:
```
export PLATFORM = sky130hd
export DESIGN_NAME = mult_16x16_dadda_vl2
export DESIGN_NICKNAME = mult_16x16_dadda_vl2
export VERILOG_FILES = /design/flow/design.v
export SDC_FILE = /design/flow/constraint.sdc
export NUM_CORES = 4
export LEC_CHECK = 1
export CORE_UTILIZATION = 50
```
`constraint.sdc`:
```
current_design mult_16x16_dadda_vl2

set clk_period 21.4
set clk_io_pct 0.2

create_clock -name clk0 -period $clk_period

set non_clock_inputs [all_inputs -no_clocks]
set_input_delay [expr $clk_period * $clk_io_pct] -clock clk0 $non_clock_inputs
set_output_delay [expr $clk_period * $clk_io_pct] -clock clk0 [all_outputs]
```
==> impl_metrics.csv <==
group,metric,value,unit
drt,drt_drc_violations_left,0,
drt,ant_nets,0,
worst_setup_path,worstPathArrival,10990,ps
final_layout,logic_area,7410,um2
final_layout,area_delta_synth_final,9.48,%
floorplanning,rows,46,
drt,diodes,0,
logic_synthesis,yosys_cells,931,
final_timing,hold_viol,0,
global_route,grt_max_degree,17,
global_route,antenna_found_initial,0,
run,maxCapViolCount,0,
logic_synthesis,yosys_area,8280,um2
floorplanning,die_y,131,um
final_timing,fmax,0.0655,GHz
final_layout,seq_cells,0,
final_layout,regArea,0,um2
worst_setup_path,critPathMaxFanout,16,
final_layout,drive_gt1_share,2.19,%
logic_synthesis,ys_seq_share,0,%
placed_design,hpwl,15700,um
worst_setup_path,cp_cell_sequence,"clkdlybuf4s50_1 > nand2_1 > fa_1 > inv_1 > fa_1 > fa_1 > inv_1 > fa_1 > inv_1 > fa_1 > inv_1 > fa_1 > inv_1 > ha_1 > a21o_1 > a31oi_1 > nand2_1 > a2111oi_0 > nor2_1 > xor2_1 > clkdlybuf4s50_1",
logic_synthesis,syn_area_per_cell,8.90,um2
final_timing,fin_ws,6130,ps
clock_tree,post_cts_resized,0,
clock_tree,postCtsSetupRepairBufs,0,
global_route,grt.overflow.total,0,
floorplanning,die_x,131,um
floorplanning,io_pins,64,
worst_setup_path,start_kind,"input port",
clock_tree,hold_buffers,0,
final_layout,clockBufferCount,0,
placed_design,gp_congestion,0.879,
drt,first_pass_iters,4,
final_layout,fill_cells,1500,
worst_setup_path,crit_type,"input port to output port",
final_timing,rsz0062_at_grt,"no",
final_timing,slew-limit-headroom,49.7,%
placed_design,dp_slack,6060,ps
worst_setup_path,slowest_stage,"clkdlybuf4s50_1",
placed_design,port_buffers,64,
final_timing,post-route-period-util,71.4,%
final_timing,setup_viol,0,
logic_synthesis,ys_warn_count,1,
worst_setup_path,slowest_delay,940,ps
hold_path,hold_path_class,"input port to output port",
worst_setup_path,cp_data_required_time,17120,ps
worst_setup_path,cp-end-kind,"output port",
floorplanning,die_area,17100,um2
drt,wl_per_cell,15.6,um
final_timing,fin_setup_tns,0,ps
worst_setup_path,path_common_cell,"fa_1",
final_timing,period_minus_slack,15270,ps
global_route,grt_pass1_wl,31000,um
final_layout,final_area,9070,um2
logic_synthesis,synthCells,931,
run,tool_warnings,32,
final_timing,whs,9700,ps
global_route,first_global_vias,6290,
drt,viasPerCell,5.20,
drt,drt-initial-drc-count,170,
final_timing,tightestPinTransition,752,ps
logic_synthesis,synth_area,8280,um2
placed_design,place_area,9070,um2
floorplanning,core_area,16100,um2
global_route,track_usage,25.3,%
logic_synthesis,synth_cell_types,49,
floorplanning,fp_util,51.6,%
drt,routed-via-count,6121,
run_status,status,"finished clean",
drt,wl,18300,um
final_timing,drv_slew,0,
[worst max-delay path: cells and delay by family]
kind	cells	cell delay, ps
simple gates	3	440
buf+inv	7	1660
xor+xnor	1	150
fa+ha+maj	7	3460
compound gates	3	980
[stage by stage]
step | instances | utilization (%)
6_report | 1176 | 56.5
5_1_grt | 1176 | 56.5
4_1_cts | 1176 | 56.5
3_5_place_dp | 1176 | 56.5
3_3_place_gp | 1176 | 56.5
2_1_floorplan | 931 | -
[cell families (layout without fill, tap and decap cells)]
logic type	after synthesis	in the layout	synth area share (%)
AND-OR/OR-AND	76	76	6.51
XOR/XNOR	25	25	2.64
buffers and inverters	231	260	10.5
adder cells (fa/ha/maj)	293	293	62.2
multiplexers	1	1	0.136
AND/OR/NAND/NOR	305	305	18.0
[layout by cell type, fill, tap and decap left out, drive strengths merged, types with 2 or more instances in the layout]
master / n
a211oi: 2
a21o: 10
a21oi: 26
a31o: 2
a41oi: 3
and2: 112
and3: 3
buf: 3
clkdlybuf4s50: 64
fa: 198
ha: 95
inv: 193
nand2: 166
nand2b: 2
nand3: 3
nand4: 5
nor2: 6
nor3: 3
nor4: 2
o211ai: 2
o21a: 4
o21ai: 10
o21bai: 5
o31ai: 2
xnor2: 14
xor2: 11
[per-layer routing]
layer  wire [um]  track usage [%]  up-vias
met5           0                0        -
met2        9680             43.0      103
li1            -                -     2861
met3         492             2.57       20
met4         432             5.07        0
met1        7720             37.6     3137
[worst paths after layout]
check             startpoint          end  slack, ps  cells after the start
setup / recovery        a[4]  product[26]       6130                     21
hold / removal          a[0]   product[0]       9700                      4
[cells in the mapped netlist, drive strengths merged (4+ instances only)]
| library cell | n | area share, % |
|---|---|---|
| a21o | 10 | 0.91 |
| a21oi | 26 | 1.6 |
| and2 | 112 | 8.5 |
| buf | 4 | 0.24 |
| clkbuf | 34 | 1.5 |
| fa | 198 | 48 |
| ha | 95 | 14 |
| inv | 193 | 8.7 |
| nand2 | 166 | 7.6 |
| nand4 | 5 | 0.38 |
| nor2 | 6 | 0.27 |
| o21a | 4 | 0.36 |
| o21ai | 10 | 0.69 |
| o21bai | 5 | 0.50 |
| xnor2 | 14 | 1.5 |
| xor2 | 11 | 1.2 |
[final cells by class]
cell class / count / area share, %
Tap cell: 216 / 2.98
Timing Repair Buffer: 67 / 7.31
Multi-Input combinational cell: 700 / 81.7
Inverter: 193 / 7.99
