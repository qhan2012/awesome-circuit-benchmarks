[./config.mk]
export PLATFORM = sky130hd
export DESIGN_NAME = mult_16x16_booth4_vl6
export DESIGN_NICKNAME = mult_16x16_booth4_vl6
export VERILOG_FILES = /design/flow/design.v
export SDC_FILE = /design/flow/constraint.sdc
export NUM_CORES = 4
export LEC_CHECK = 1
export CORE_UTILIZATION = 40
[./constraint.sdc]
current_design mult_16x16_booth4_vl6

set clk_period 12.8
set clk_io_pct 0.2

create_clock -name clk0 -period $clk_period

set non_clock_inputs [all_inputs -no_clocks]
set_input_delay [expr $clk_period * $clk_io_pct] -clock clk0 $non_clock_inputs
set_output_delay [expr $clk_period * $clk_io_pct] -clock clk0 [all_outputs]
[./design.v]
module mult_16x16_booth4_vl6(
    input [15:0] a,
    input [15:0] b,
    output [31:0] product
);
wire [255:0] pp;
genvar i, j;
generate
    for (i = 0; i < 16; i = i + 1) begin: pp_row
        for (j = 0; j < 16; j = j + 1) begin: pp_col
            assign pp[i*16+j] = a[j] & b[i];
        end
    end
endgenerate
reg [31:0] sum;
integer k, l;
always @(*) begin
    sum = 32'b0;
    for (k = 0; k < 16; k = k + 1) begin
        for (l = 0; l < 16; l = l + 1) begin
            sum = sum + (pp[k*16+l] << (k+l));
        end
    end
end
assign product = sum;
endmodule
[./run.sh]
#!/bin/bash
# OpenROAD 26Q1-2900-gdf79404cd8, Yosys 0.63+post, stock flow scripts
make -C /OpenROAD-flow-scripts/flow DESIGN_CONFIG=/design/flow/config.mk WORK_HOME=/design/flow/orfs finish
==> job_summary.md <==
## Implementation flow summary

| Metric | Value |
|---|---|
| Max-Cap Viols | `0` |
| Post-CTS Setup Bufs | `0` |
| Least-Margin Pin Slew | `0.729 ns` |
| Register Area | `0 sq um` |
| Num ports | `64` |
| Status | `complete, no violations` |
| Mean Syn Cell Area | `8.90 sq um` |
| Initial antenna violation count | `0` |
| WP data required | `10.24 ns` |
| Hold Path Cell Cnt | `3` |
| Biggest area cells | `fa_1, ha_1, inv_1` |
| Detailed Routing Iterations Pass 1 | `6` |
| Largest net degree at the start of global routing | `17` |
| Vias in the first global route | `6360` |
| RSZ-0062 raised after global routing | `no` |
| Synth unique cells | `49` |
| Most numerous cell in the Yosys netlist | `fa_1` |
| Setup TNS | `0 ns` |
| Global Route Usage Sum | `0.200` |
| Yosys xor share | `0.0264` |
| Synth Instances | `931` |
| Yosys chip area | `0.00828 sq mm` |
| # DRC | `0` |
| WHS Endpoint | `product[0]` |
| CP endpoint kind | `output pin` |
| PortBufs | `64` |
| Final Hold Fails | `0` |
| Flop Count | `0` |
| Mux frac, synth | `0.00136` |
| Register share after synthesis | `0` |
| Hold_ws | `6.26 ns` |
| Post-layout period usage | `0.916` |
| Synthesis warning total | `1` |
| Tool warning count | `32` |
| Total core area | `0.0203 sq mm` |
| # Cells Yosys | `931` |
| Fin crit period | `11.73 ns` |
| Routability cong. | `0.896` |
| Detailed-route wire length | `18600 um` |
| Crit path max fanout | `16` |
| Grt total ovfl | `0` |
| Row count | `52` |
| Slew HR | `0.513` |
| Post-CTS sizing | `0` |
| Critical Path AT | `9.17 ns` |
| Hold Crit Class | `in -> out` |
| Commonest cells post-synth | `fa_1, inv_1, nand2_1` |
| Largest type area fraction | `0.478` |
| Synth logic family | `adder cells` |
| Mapped Area | `0.00828 sq mm` |
| Placed Area | `0.00918 sq mm` |
| DP HPWL | `16200 um` |
| Simple-Gate Fraction of Synth Area | `0.180` |
| Fa+ha+maj area frac | `0.622` |
| Post-DR vias/cell | `4.90` |
| Die Y | `146 um` |
| Max Slew Vio Count | `0` |
| Cell area after layout | `0.00918 sq mm` |
| Die span in x | `146 um` |
| Crit path kind | `in -> out` |
| Post-synth top area cell | `fa_1` |
| Area Growth Syn to Fin | `10.8%` |
| Initial Util | `0.408` |
| AO/OA Area Share | `0.0651` |
| First-pass GRT wire length | `32200 um` |
| Cts hold-fix bufs | `0` |
| Detail Route Antenna Nets | `0` |
| Number of DRC markers in iteration 0 | `197` |
| Antenna cells | `0` |
| Fraction of layout cells with a size suffix above 1 | `0.0280` |
| CP Launch Type | `input port` |
| HP Start | `a[0]` |
| Chip area | `0.0213 sq mm` |
| Total number of vias | `6052` |
| Post-DR wirelength/cell | `15.1 um` |
| Final setup vio count | `0` |
| Max Clk Rate | `0.0853 GHz` |
| CLK BUF | `0` |
-- final cells by class --
class / count / area, sq um
Tap cell: 270 / 338
Inverter: 193 / 724
Timing Repair Buffer: 73 / 708
Fill cell: 2033 / 11100
Multi-Input combinational cell: 700 / 7410
-- layout by cell type, fill, tap and decap left out, drive strengths merged, types with 2 or more instances in the layout --
master,n
fa,198
inv,193
nand2,166
and2,112
ha,95
clkdlybuf4s50,64
a21oi,26
xnor2,14
xor2,11
a21o,10
o21ai,10
buf,9
nor2,6
nand4,5
o21bai,5
o21a,4
nand3,3
and3,3
a41oi,3
nor3,3
a31o,2
nand2b,2
a211oi,2
o211ai,2
nor4,2
o31ai,2
-- worst max-delay path by stage --
stage / slack, ns / from / endpoint
4_1_cts: 1.03 / a[10] / product[28]
5_1_grt: 0.66 / b[14] / product[26]
6_report: 1.07 / a[10] / product[28]
-- critical path: stages --
cell and delay, ns:
clkdlybuf4s50_1 0.73, and2_1 0.35, fa_1 0.53, inv_1 0.06, fa_1 0.54, inv_1 0.06
fa_1 0.51, fa_1 0.56, fa_1 0.56, inv_1 0.06, fa_1 0.52, inv_1 0.04
ha_1 0.39, a21o_1 0.19, a21o_1 0.18, or3_1 0.32, o21bai_2 0.21, o221ai_2 0.13
xor2_1 0.18, clkdlybuf4s50_1 0.48
-- metal layers --
| layer | vias to the layer above | GRT usage | wire length (um) |
|---|---|---|---|
| met5 | - | 0 | 0 |
| met4 | 0 | 0.0179 | 191 |
| met3 | 12 | 0.0461 | 1090 |
| met2 | 155 | 0.331 | 9480 |
| met1 | 3016 | 0.293 | 7850 |
| li1 | 2869 | - | - |
-- through the flow --
stage | util | instances | setup slack (ns)
after global routing | 0.452 | 1236 | 0.657
after floorplan | - | 931 | 2.56
after global placement | 0.452 | 1236 | 1.06
final | 0.452 | 1236 | 1.07
after detailed placement | 0.452 | 1236 | 1.06
after CTS | 0.452 | 1236 | 1.03
-- cell families (layout without fill, tap and decap cells) --
kind of cell    after synthesis  count (layout)
xor+xnor                     25              25
simple gates                305             305
fa+ha+maj                   293             293
mux                           1               1
compound gates               76              76
buf+inv                     231             266
